**flow/config.mk**
```make
export PLATFORM = sky130hd
export DESIGN_NAME = Translate
export DESIGN_NICKNAME = Translate
export VERILOG_FILES = /design/flow/design.v
export SDC_FILE = /design/flow/constraint.sdc
export NUM_CORES = 4
export LEC_CHECK = 1
export CORE_AREA = 10 10 70 70
export DIE_AREA = 0 0 80 80
```
**flow/constraint.sdc**
```tcl
current_design Translate

set clk_period 2.3
set clk_io_pct 0.2

create_clock -name clk0 -period $clk_period

set non_clock_inputs [all_inputs -no_clocks]
set_input_delay [expr $clk_period * $clk_io_pct] -clock clk0 $non_clock_inputs
set_output_delay [expr $clk_period * $clk_io_pct] -clock clk0 [all_outputs]
```
**flow/design.v**
```verilog
`timescale 1ns / 1ps
module Translate(
    input [2:0] count,
    input [4:0] Reg,
    output [5:0] code
    );
wire [5:0] len1_out, len2_out, len3_out, len4_out, len5_out;
mux #(2,1) L1_B5 ( .data_out(len1_out[5]), .select_in(Reg[0]), .data_in( {1'b0, 1'b0} ));
mux #(2,1) L1_B4 ( .data_out(len1_out[4]), .select_in(Reg[0]), .data_in( {1'b1, 1'b0} ));
mux #(2,1) L1_B3 ( .data_out(len1_out[3]), .select_in(Reg[0]), .data_in( {1'b0, 1'b0} ));
mux #(2,1) L1_B2 ( .data_out(len1_out[2]), .select_in(Reg[0]), .data_in( {1'b0, 1'b1} ));
mux #(2,1) L1_B1 ( .data_out(len1_out[1]), .select_in(Reg[0]), .data_in( {1'b1, 1'b0} ));
mux #(2,1) L1_B0 ( .data_out(len1_out[0]), .select_in(Reg[0]), .data_in( {1'b1, 1'b0} ));
mux #(4,1) L2_B5 ( .data_out(len2_out[5]), .select_in(Reg[1:0]), .data_in( {
    1'b0, 1'b0, 1'b0, 1'b0} ));
mux #(4,1) L2_B4 ( .data_out(len2_out[4]), .select_in(Reg[1:0]), .data_in( {
    1'b0, 1'b0, 1'b0, 1'b0} ));
mux #(4,1) L2_B3 ( .data_out(len2_out[3]), .select_in(Reg[1:0]), .data_in( {
    1'b1, 1'b1, 1'b0, 1'b1} ));
mux #(4,1) L2_B2 ( .data_out(len2_out[2]), .select_in(Reg[1:0]), .data_in( {
    1'b1, 1'b1, 1'b0, 1'b0} ));
mux #(4,1) L2_B1 ( .data_out(len2_out[1]), .select_in(Reg[1:0]), .data_in( {
    1'b0, 1'b0, 1'b0, 1'b0} ));
mux #(4,1) L2_B0 ( .data_out(len2_out[0]), .select_in(Reg[1:0]), .data_in( {
    1'b0, 1'b1, 1'b0, 1'b0} ));
mux #(8,1) L3_B5 ( .data_out(len3_out[5]), .select_in(Reg[2:0]), .data_in( {
    1'b0, 1'b0, 1'b0, 1'b0, 1'b0, 1'b0, 1'b0, 1'b0} ));
mux #(8,1) L3_B4 ( .data_out(len3_out[4]), .select_in(Reg[2:0]), .data_in( {
    1'b0, 1'b0, 1'b0, 1'b0, 1'b1, 1'b1, 1'b1, 1'b1} ));
mux #(8,1) L3_B3 ( .data_out(len3_out[3]), .select_in(Reg[2:0]), .data_in( {
    1'b1, 1'b0, 1'b1, 1'b0, 1'b0, 1'b0, 1'b0, 1'b0} ));
mux #(8,1) L3_B2 ( .data_out(len3_out[2]), .select_in(Reg[2:0]), .data_in( {
    1'b1, 1'b1, 1'b0, 1'b0, 1'b1, 1'b0, 1'b1, 1'b0} ));
mux #(8,1) L3_B1 ( .data_out(len3_out[1]), .select_in(Reg[2:0]), .data_in( {
    1'b1, 1'b1, 1'b1, 1'b1, 1'b1, 1'b0, 1'b0, 1'b1} ));
mux #(8,1) L3_B0 ( .data_out(len3_out[0]), .select_in(Reg[2:0]), .data_in( {
    1'b0, 1'b0, 1'b0, 1'b1, 1'b0, 1'b1, 1'b0, 1'b0} ));
mux #(16,1) L4_B5 ( .data_out(len4_out[5]), .select_in(Reg[3:0]), .data_in( {
    1'b0, 1'b0, 1'b0, 1'b0, 1'b0, 1'b0, 1'b0, 1'b0, 
    1'b0, 1'b0, 1'b0, 1'b0, 1'b0, 1'b0, 1'b0, 1'b0} ));
mux #(16,1) L4_B4 ( .data_out(len4_out[4]), .select_in(Reg[3:0]), .data_in( {
    1'b0, 1'b0, 1'b1, 1'b1, 1'b1, 1'b0, 1'b1, 1'b0, 
    1'b0, 1'b0, 1'b0, 1'b0, 1'b0, 1'b0, 1'b1, 1'b0} ));
mux #(16,1) L4_B3 ( .data_out(len4_out[3]), .select_in(Reg[3:0]), .data_in( {
    1'b0, 1'b0, 1'b0, 1'b1, 1'b1, 1'b0, 1'b0, 1'b0, 
    1'b1, 1'b1, 1'b0, 1'b1, 1'b0, 1'b0, 1'b0, 1'b0} ));
mux #(16,1) L4_B2 ( .data_out(len4_out[2]), .select_in(Reg[3:0]), .data_in( {
    1'b0, 1'b0, 1'b0, 1'b0, 1'b0, 1'b0, 1'b1, 1'b0, 
    1'b0, 1'b1, 1'b0, 1'b0, 1'b1, 1'b1, 1'b1, 1'b1} ));
mux #(16,1) L4_B1 ( .data_out(len4_out[1]), .select_in(Reg[3:0]), .data_in( {
    1'b0, 1'b0, 1'b0, 1'b0, 1'b0, 1'b1, 1'b1, 1'b0, 
    1'b0, 1'b1, 1'b0, 1'b1, 1'b0, 1'b0, 1'b0, 1'b1} ));
mux #(16,1) L4_B0 ( .data_out(len4_out[0]), .select_in(Reg[3:0]), .data_in( {
    1'b0, 1'b0, 1'b0, 1'b1, 1'b0, 1'b0, 1'b1, 1'b1, 
    1'b1, 1'b1, 1'b0, 1'b1, 1'b0, 1'b1, 1'b1, 1'b1} ));
mux #(32,1) L5_B5 ( .data_out(len5_out[5]), .select_in(Reg[4:0]), .data_in( {
    1'b0, 1'b1, 1'b0, 1'b1, 1'b0, 1'b0, 1'b0, 1'b1, 1'b0, 1'b0, 1'b0, 1'b0, 1'b0, 1'b0, 1'b0, 1'b1, 
    1'b0, 1'b0, 1'b0, 1'b0, 1'b0, 1'b0, 1'b0, 1'b0, 1'b0, 1'b0, 1'b0, 1'b0, 1'b0, 1'b0, 1'b0, 1'b0} ));
mux #(32,1) L5_B4 ( .data_out(len5_out[4]), .select_in(Reg[4:0]), .data_in( {
    1'b1, 1'b0, 1'b0, 1'b0, 1'b0, 1'b0, 1'b0, 1'b0, 1'b0, 1'b0, 1'b0, 1'b0, 1'b0, 1'b0, 1'b0, 1'b0, 
    1'b1, 1'b0, 1'b0, 1'b0, 1'b0, 1'b0, 1'b0, 1'b0, 1'b1, 1'b0, 1'b0, 1'b0, 1'b1, 1'b0, 1'b1, 1'b1} ));
mux #(32,1) L5_B3 ( .data_out(len5_out[3]), .select_in(Reg[4:0]), .data_in( {
    1'b1, 1'b0, 1'b0, 1'b0, 1'b0, 1'b0, 1'b0, 1'b0, 1'b0, 1'b0, 1'b0, 1'b0, 1'b0, 1'b0, 1'b0, 1'b0, 
    1'b1, 1'b0, 1'b0, 1'b0, 1'b1, 1'b0, 1'b0, 1'b0, 1'b1, 1'b0, 1'b0, 1'b1, 1'b1, 1'b1, 1'b1, 1'b1} ));
mux #(32,1) L5_B2 ( .data_out(len5_out[2]), .select_in(Reg[4:0]), .data_in( {
    1'b0, 1'b0, 1'b0, 1'b0, 1'b0, 1'b0, 1'b0, 1'b0, 1'b0, 1'b0, 1'b0, 1'b0, 1'b0, 1'b0, 1'b0, 1'b0, 
    1'b0, 1'b0, 1'b0, 1'b0, 1'b1, 1'b0, 1'b0, 1'b0, 1'b1, 1'b0, 1'b0, 1'b1, 1'b1, 1'b1, 1'b1, 1'b1} ));
mux #(32,1) L5_B1 ( .data_out(len5_out[1]), .select_in(Reg[4:0]), .data_in( {
    1'b1, 1'b1, 1'b0, 1'b1, 1'b0, 1'b0, 1'b0, 1'b0, 1'b0, 1'b0, 1'b0, 1'b0, 1'b0, 1'b0, 1'b0, 1'b0, 
    1'b1, 1'b0, 1'b0, 1'b0, 1'b1, 1'b0, 1'b0, 1'b0, 1'b0, 1'b0, 1'b0, 1'b1, 1'b0, 1'b1, 1'b1, 1'b1} ));
mux #(32,1) L5_B0 ( .data_out(len5_out[0]), .select_in(Reg[4:0]), .data_in( {
    1'b0, 1'b1, 1'b0, 1'b0, 1'b0, 1'b0, 1'b0, 1'b1, 1'b0, 1'b0, 1'b0, 1'b0, 1'b0, 1'b0, 1'b0, 1'b0, 
    1'b1, 1'b0, 1'b0, 1'b0, 1'b1, 1'b0, 1'b0, 1'b0, 1'b0, 1'b0, 1'b0, 1'b1, 1'b1, 1'b1, 1'b0, 1'b1} ));
mux #(8,1) Fin_B5 ( .data_out(code[5]), .select_in(count), .data_in( {
    2'b0, len5_out[5], len4_out[5], len3_out[5], 
    len2_out[5], len1_out[5], 1'b0} ));
mux #(8,1) Fin_B4 ( .data_out(code[4]), .select_in(count), .data_in( {
    2'b0, len5_out[4], len4_out[4], len3_out[4], 
    len2_out[4], len1_out[4], 1'b0} ));
mux #(8,1) Fin_B3 ( .data_out(code[3]), .select_in(count), .data_in( {
    2'b0, len5_out[3], len4_out[3], len3_out[3], 
    len2_out[3], len1_out[3], 1'b0} ));
mux #(8,1) Fin_B2 ( .data_out(code[2]), .select_in(count), .data_in( {
    2'b0, len5_out[2], len4_out[2], len3_out[2], 
    len2_out[2], len1_out[2], 1'b0} ));
mux #(8,1) Fin_B1 ( .data_out(code[1]), .select_in(count), .data_in( {
    2'b0, len5_out[1], len4_out[1], len3_out[1], 
    len2_out[1], len1_out[1], 1'b0} ));
mux #(8,1) Fin_B0 ( .data_out(code[0]), .select_in(count), .data_in( {
    2'b0, len5_out[0], len4_out[0], len3_out[0], 
    len2_out[0], len1_out[0], 1'b0} ));
endmodule
module mux #(parameter NUM_INPUTS = 2, parameter NUM_OUTPUTS = 1) (
	input [(NUM_INPUTS-1):0] data_in,
	input [$clog2(NUM_INPUTS)-1:0] select_in,
	output data_out
);
reg [NUM_INPUTS:0] D;
assign data_out = data_in[select_in];
endmodule
```
**flow/run.sh**
```bash
#!/bin/bash
# OpenROAD 26Q1-2900-gdf79404cd8, Yosys 0.63+post, stock flow scripts
make -C /OpenROAD-flow-scripts/flow DESIGN_CONFIG=/design/flow/config.mk WORK_HOME=/design/flow/orfs finish
```
==> Slide: Implementation Results <==
Implementation Results

Power
  • Power Dens Cells: 171.3 mW/mm²
  • Leakage: 0.0005055 µW
  • PnR Total Power: 197.4 µW
  • VDD IR max: 0.08619 mV

Run
  • Tool warning count: 41
  • Max-Cap Viols: 0

GRT
  • Total grt overflow: 0
  • Met3 Use GR: 0.6818%
  • Met1 usage: 9.954%
  • GR Util All Layers: 7.181%
  • Vias in the first global route: 845
  • Largest net degree at the start of global routing: 10
  • Antenna violations before repair: 0
  • GR peak layer: met2
  • M2 GR Usage: 11.96%
  • First-pass GRT wire length: 3.933 mm

Setup path
  • CP Capture Type: output pin
  • Cell Chain, Critical Path: buf_2 > buf_6 > ha_4 > buf_4 > a21oi_2 > a2111oi_2 > a311o_2 > dlygate4sd2_1
  • Worst Path Max Fanout: 5
  • CP required: 1.84 ns
  • Critical path type: in2out
  • CP delay by family, top: buffers and inverters
  • CP max stage cell: a311o_2
  • Buf/Inv on CP: 4
  • Worst path max stage delay: 0.36 ns
  • CP Launch Type: input port
  • CP arrival: 1.78 ns

Outcome
  • Status: complete, no violations

Die
  • Core footprint: 0.003416 mm²
  • Chip area: 0.006400 mm²
  • Row count: 21
  • Fp util: 19.30%
  • # IOs: 14
  • Die X-Extent: 80 µm
  • Overall die height: 80 µm

Worst hold path
  • HP Class: in2out

Finish
  • Clkbuf count: 0
  • Ratio of cells with drive above 1 in the final layout: 57.81%
  • Fillers: 343
  • Area growth, synth to finish: 74.76%
  • Sequential cell area: 0 µm²
  • Flop count: 0
  • Logic area: 660.6 µm²

Yosys
  • Mapped Cells: 92
  • Mean post-synth cell area: 7.167 µm²
  • Yosys cell types: 37
  • Yosys stat chip area: 659.4 µm²
  • Synthesized cell area: 659.4 µm²
  • # Cells Yosys: 92
  • Total number of yosys warnings: 0
  • Seq share, synth: 0%

Placement
  • Place WS: -0.7180 ns
  • GP Congestion: 0.9160
  • Hpwl dp: 1.642 mm
  • Number of port buffers: 14

Drt
  • WL final: 2.344 mm
  • DR vias/cell: 4.759
  • Number of diodes: 0
  • Final ANT Viol Nets: 0
  • Vias: 828
  • Residual DRC: 0
  • DRT Pass-1 Iters: 4
  • Routed length per instance: 13.47 µm
  • First DRT Iteration DRCs: 25

Final timing
  • Post-layout min period: 2.244 ns
  • Fin Hold WS: 1.416 ns
  • Setup TNS Final: 0 ns
  • Fin. Hold Viols: 0
  • Rel. slew slack: 81.38%
  • Fmax: 445.6 MHz
  • RSZ-0062 raised after global routing: true
  • Setup Viol. Count Final: 0
  • Period utilization: 97.58%
  • Worst-Margin Slew: 0.2787 ns
  • Final Worst Setup Slack: 0.05565 ns
  • Slew Limit Fails: 0

CTS
  • Post-CTS Hold Buffers: 0
-- report_power, final --
group / internal [µW] / total, µW / switching, µW
sequential: 0 / 0 / 0
combinational: 104 / 197 / 93.4
clock: 0 / 0 / 0
total: 104 / 197 / 93.4
-- cells by family after synthesis --
| group | synth area share, % |
|---|---|
| mux | 1.518 |
| compound gates | 43.46 |
| buf+inv | 22.01 |
| fa+ha+maj | 15.18 |
| simple gates | 17.84 |
-- stage by stage --
stage	instances	util [%]	area, µm²
final	174	33.74	1152
after global routing	174	33.74	1152
after CTS	174	32.34	1105
after detailed placement	164	27.44	937.1
after global placement	164	27.44	937.1
after floorplan	92	-	659.4
-- cell type report --
class / instances / area share (%)
inverter: 10 / 3.257
multi-input combinational: 69 / 57.33
tap: 46 / 4.995
timing repair buffer: 49 / 34.42
-- worst min-delay path: cells and delay by family --
family,cells,cell delay [ns]
buf+inv,2,0.26
simple gates,1,0.14
compound gates,1,0.09
-- what timing repair did --
action                     CTS  global route
resized                     58            19
pin swaps                   15             4
setup endpoints to repair    6             5
buffers inserted            11             0
-- cell usage after synthesis, types with 2 or more instances --
master / n / area, µm²
a2111oi_0: 2 / 17.52
a211oi_1: 3 / 22.52
a21oi_1: 6 / 30.03
a221oi_1: 2 / 17.52
a31oi_1: 3 / 18.77
and2b_2: 2 / 17.52
buf_2: 3 / 15.01
buf_4: 6 / 45.04
buf_6: 3 / 33.78
ha_1: 8 / 100.1
inv_1: 10 / 37.54
nand2_1: 2 / 7.510
nand2b_1: 3 / 18.77
nor2_1: 4 / 15.01
nor2b_1: 4 / 25.02
o21ai_0: 8 / 40.04
o22ai_1: 2 / 12.51
o32ai_1: 2 / 17.52
-- cell usage in the layout, fill, tap and decap left out, types with 3 or more instances in the layout --
master,n
a2111oi_2,3
a21oi_2,4
buf_2,3
buf_4,28
buf_6,8
clkbuf_2,3
dlygate4sd2_1,5
ha_1,3
ha_4,3
inv_1,7
inv_2,3
nor2b_1,3
o21ai_0,4
o21ai_1,3
-- layer usage --
| metal | routed length (µm) | vias up |
|---|---|---|
| met3 | 67 | 5 |
| met4 | 25 | 0 |
| li1 | - | 408 |
| met5 | 0 | - |
| met1 | 1143 | 396 |
| met2 | 1108 | 19 |
-- path summary, 6_finish.rpt --
check | start | end | cells after the start
worst max-delay path | Reg[1] | code[3] | 8
worst min-delay path | count[2] | code[0] | 4
Power and IR drop assume default switching activity.
