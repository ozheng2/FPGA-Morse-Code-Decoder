==> design/flow/run.sh <==
#!/bin/bash
# OpenROAD 26Q1-2900-gdf79404cd8, Yosys 0.63+post, stock flow scripts
make -C /OpenROAD-flow-scripts/flow DESIGN_CONFIG=/design/flow/config.mk WORK_HOME=/design/flow/orfs finish
==> design/flow/config.mk <==
export PLATFORM = sky130hd
export DESIGN_NAME = SevenSeg
export DESIGN_NICKNAME = SevenSeg
export VERILOG_FILES = /design/flow/design.v
export SDC_FILE = /design/flow/constraint.sdc
export NUM_CORES = 4
export LEC_CHECK = 1
export CORE_AREA = 10 10 70 70
export DIE_AREA = 0 0 80 80
==> design/flow/constraint.sdc <==
current_design SevenSeg

set clk_period 3.0
set clk_io_pct 0.2

create_clock -name clk0 -period $clk_period

set non_clock_inputs [all_inputs -no_clocks]
set_input_delay [expr $clk_period * $clk_io_pct] -clock clk0 $non_clock_inputs
set_output_delay [expr $clk_period * $clk_io_pct] -clock clk0 [all_outputs]
==> design/flow/design.v <==
`timescale 1ns / 1ps
module SevenSeg(
    input [5:0] Q,
    output [6:0] seg
    );
wire ca[3:0];
wire cb[3:0];
wire cc[3:0];
wire cd[3:0];
wire ce[3:0];
wire cf[3:0];
wire cg[3:0];
mux #(16,1) CA1 (
	.data_out(ca1),
	.select_in( {Q[3],Q[2],Q[1],Q[0]} ),
	.data_in( {1'b1,1'bx,1'bx,1'b1,1'bx,1'b1,1'b1,1'b1,1'bx,1'b1,1'b1,1'b1,1'bx,1'bx,1'bx,1'b1} )
);
mux #(16,1) CA2 (
	.data_out(ca2),
	.select_in( {Q[3],Q[2],Q[1],Q[0]} ),
	.data_in( {1'b1,1'bx,1'b1,1'b1,1'bx,1'b1,1'b1,1'bx,1'bx,1'bx,1'bx,1'bx,1'bx,1'b1,1'bx,1'b1} )
);
mux #(4,1) CA3 (
	.data_out(ca3),
	.select_in( {Q[1],Q[0]} ),
	.data_in( {1'b1,1'b1,1'b1,1'b1} )
);
mux #(4,1) CA (
	.data_out(ca0),
	.select_in( {Q[5],Q[4]} ),
	.data_in( {1'bx,ca3,ca2,ca1} )
);
not notCA(seg[0], ca0);
mux #(16,1) CB1 (
	.data_out(cb1),
	.select_in( {Q[3],Q[2],Q[1],Q[0]} ),
	.data_in( {1'b1,1'bx,1'bx,1'bx,1'bx,1'bx,1'bx,1'bx,1'bx,1'bx,1'bx,1'bx,1'b1,1'bx,1'bx,1'b1} )
);
mux #(16,1) CB2 (
	.data_out(cb2),
	.select_in( {Q[3],Q[2],Q[1],Q[0]} ),
	.data_in( {1'bx,1'b1,1'b1,1'b1,1'b1,1'b1,1'b1,1'b1,1'bx,1'b1,1'b1,1'bx,1'bx,1'bx,1'bx,1'b1} )
);
mux #(4,1) CB3 (
	.data_out(cb3),
	.select_in( {Q[1],Q[0]} ),
	.data_in( {1'b1,1'b1,1'b1,1'bx} )
);
mux #(4,1) CB (
	.data_out(cb0),
	.select_in( {Q[5],Q[4]} ),
	.data_in( {1'bx,cb3,cb2,cb1} )
);
not notCB(seg[1], cb0);
mux #(16,1) CC1 (
	.data_out(cc1),
	.select_in( {Q[3],Q[2],Q[1],Q[0]} ),
	.data_in( {1'bx,1'b1,1'b1,1'b1,1'bx,1'b1,1'b1,1'bx,1'b1,1'b1,1'bx,1'bx,1'b1,1'b0,1'b1,1'b1} )
);
mux #(16,1) CC2 (
	.data_out(cc2),
	.select_in( {Q[3],Q[2],Q[1],Q[0]} ),
	.data_in( {1'b1,1'b1,1'b1,1'bx,1'b1,1'b1,1'bx,1'b1,1'b1,1'bx,1'bx,1'b1,1'bx,1'b1,1'bx,1'b1} )
);
mux #(4,1) CC3 (
	.data_out(cc3),
	.select_in( {Q[1],Q[0]} ),
	.data_in( {1'b1,1'b1,1'b1,1'b1} )
);
mux #(4,1) CC (
	.data_out(cc0),
	.select_in( {Q[5],Q[4]} ),
	.data_in( {1'bx,cc3,cc2,cc1} )
);
not notCC(seg[2], cc0);
mux #(16,1) CD1 (
	.data_out(cd1),
	.select_in( {Q[3],Q[2],Q[1],Q[0]} ),
	.data_in( {1'bx,1'b1,1'bx,1'bx,1'b1,1'bx,1'b1,1'bx,1'bx,1'b1,1'bx,1'b1,1'b1,1'b1,1'b1,1'b1} )
);
mux #(16,1) CD2 (
	.data_out(cd2),
	.select_in( {Q[3],Q[2],Q[1],Q[0]} ),
	.data_in( {1'b1,1'bx,1'b1,1'b1,1'bx,1'b1,1'b1,1'b1,1'bx,1'b1,1'b1,1'b1,1'b1,1'b1,1'bx,1'bx} )
);
mux #(4,1) CD3 (
	.data_out(cd3),
	.select_in( {Q[1],Q[0]} ),
	.data_in( {1'b1,1'b1,1'bx,1'b1} )
);
mux #(4,1) CD (
	.data_out(cd0),
	.select_in( {Q[5],Q[4]} ),
	.data_in( {1'bx,cd3,cd2,cd1} )
);
not notCD(seg[3], cd0);
mux #(16,1) CE1 (
	.data_out(ce1),
	.select_in( {Q[3],Q[2],Q[1],Q[0]} ),
	.data_in( {1'b1,1'b1,1'b1,1'b1,1'b1,1'b1,1'b0,1'b1,1'b1,1'b1,1'b1,1'b1,1'b1,1'b1,1'b1,1'b1} )
);
mux #(16,1) CE2 (
	.data_out(ce2),
	.select_in( {Q[3],Q[2],Q[1],Q[0]} ),
	.data_in( {1'bx,1'bx,1'bx,1'b1,1'bx,1'b1,1'b1,1'bx,1'b1,1'bx,1'bx,1'b1,1'b1,1'bx,1'b1,1'bx} )
);
mux #(4,1) CE3 (
	.data_out(ce3),
	.select_in( {Q[1],Q[0]} ),
	.data_in( {1'bx,1'b1,1'bx,1'b1} )
);
mux #(4,1) CE (
	.data_out(ce0),
	.select_in( {Q[5],Q[4]} ),
	.data_in( {1'bx,ce3,ce2,ce1} )
);
not notCE(seg[4], ce0);
mux #(16,1) CF1 (
	.data_out(cf1),
	.select_in( {Q[3],Q[2],Q[1],Q[0]} ),
	.data_in( {1'b1,1'bx,1'bx,1'bx,1'b1,1'b1,1'bx,1'bx,1'b1,1'b1,1'b1,1'b1,1'bx,1'bx,1'b1,1'bx} )
);
mux #(16,1) CF2 (
	.data_out(cf2),
	.select_in( {Q[3],Q[2],Q[1],Q[0]} ),
	.data_in( {1'b1,1'b1,1'bx,1'bx,1'bx,1'b1,1'bx,1'b1,1'bx,1'b1,1'b1,1'bx,1'b1,1'b1,1'bx,1'b1} )
);
mux #(4,1) CF3 (
	.data_out(cf3),
	.select_in( {Q[1],Q[0]} ),
	.data_in( {1'b1,1'b1,1'bx,1'b1} )
);
mux #(4,1) CF (
	.data_out(cf0),
	.select_in( {Q[5],Q[4]} ),
	.data_in( {1'bx,cf3,cf2,cf1} )
);
not notCF(seg[5], cf0);
mux #(16,1) CG1 (
	.data_out(cg1),
	.select_in( {Q[3],Q[2],Q[1],Q[0]} ),
	.data_in( {1'b1,1'b1,1'b1,1'b1,1'bx,1'b1,1'bx,1'bx,1'b1,1'bx,1'b1,1'b1,1'b1,1'b1,1'b1,1'b1} )
);
mux #(16,1) CG2 (
	.data_out(cg2),
	.select_in( {Q[3],Q[2],Q[1],Q[0]} ),
	.data_in( {1'b1,1'b1,1'b1,1'b1,1'bx,1'bx,1'bx,1'b1,1'bx,1'b1,1'bx,1'bx,1'b1,1'bx,1'b1,1'b1} )
);
mux #(4,1) CG3 (
	.data_out(cg3),
	.select_in( {Q[1],Q[0]} ),
	.data_in( {1'b1,1'b1,1'bx,1'b1} )
);
mux #(4,1) CG (
	.data_out(cg0),
	.select_in( {Q[5],Q[4]} ),
	.data_in( {1'bx,cg3,cg2,cg1} )
);
not notCG(seg[6], cg0);
endmodule
module mux #(parameter NUM_INPUTS = 2, parameter NUM_OUTPUTS = 1) (
	input [(NUM_INPUTS-1):0] data_in,
	input [$clog2(NUM_INPUTS)-1:0] select_in,
	output data_out
);
reg [NUM_INPUTS:0] D;
assign data_out = data_in[select_in];
endmodule
==> impl_metrics.tcl <==
# implementation run metrics
set metrics [dict create \
    syn_to_final_growth_pct 73.6 \
    cp.arrival_ns 2.30 \
    die_x_um 80 \
    start_kind "input port" \
    grt_pass1_wl_um 2650 \
    warning_count 38 \
    cp-end-kind "output port" \
    stdcell_count 150 \
    die-area_um2 6400 \
    num-clock-buffers 0 \
    rsz0062_at_grt "false" \
    hold_viol 0 \
    cp_max_fo 7 \
    initial_utilization_pct 15.7 \
    drive_gt1_share_pct 31.7 \
    p_total_uw 131 \
    yosysWarnings 28 \
    rows 21 \
    setup_violations 0 \
    die_h_um 80 \
    vias 675 \
    dp_slack_ns -0.247 \
    grt.total_usage_pct 4.80 \
    fin_util_pct 27.2 \
    p_per_area_nw_per_um2 141 \
    antenna_found_initial 0 \
    postCtsSetupBuffers 0 \
    finalClockPeriodUsage_pct 96.7 \
    crit_type "in -> out" \
    irDropWorstVdd_uv 48.8 \
    leakage_uw 0.000380 \
    fin_tns_setup_ns 0 \
    grt_pass1_vias 573 \
    avgViaCountPerCell 4.50 \
    dp.final_hpwl_um 1260 \
    maxCapViolations 0 \
    diodes 0 \
    dr.pass1.iters 5 \
    synth_cell_types 37 \
    grt_max_degree 25 \
    netlist_instances 80 \
    final-max-slew-violation-count 0 \
    clock.fmax_mhz 345 \
    cp.required_ns 2.40 \
    drc 0 \
    wl_um 1720 \
    core_um2 3420 \
    netlist_area_um2 536 \
    tightest_slew_ns 0.397 \
    min_path_cells 4 \
    hold_path.class "in -> out" \
    status "finished, final reports clean" \
    dpl.cell_count 149 \
    ys_seq_share_pct 0 \
    ios 13 \
    min_period_ns 2.90 \
    initialDrtViolationCount 66 \
    seq_cell_count 0 \
    regArea_um2 0 \
    avgSynthCellArea_um2 6.69 \
    drt-wirelength-per-cell_um 11.5 \
    yosysChipArea_um2 536 \
    grt-ovfl-total 0 \
    setup_slack_ns 0.0998 \
    slew_headroom_pct 73.5 \
    drtAntennaViolNets 0 \
    gp_congestion 0.898 \
    ys_cells 80 \
    port-buffer-count 13 \
]
==> worst paths after layout <==
check  startpoint  endpoint  slack, ns
max          Q[1]    seg[6]        0.1
min          Q[5]    seg[2]       1.96
==> layout by cell type (no fill, tap or decap), types with 3 or more instances in the layout <==
cell             Yosys  final
a21oi_1              6      5
buf_4                1     13
nand2_1              5      5
o21ai_0              5      5
nand2b_1             4      4
nor2_1               8      7
a31oi_1              4      4
dlymetal6s2s_1       0      3
ha_4                 0      4
dlygate4sd2_1        0      4
clkdlybuf4s50_1      0      6
==> where the power goes <==
part | internal (uW) | leakage (uW) | switching, uW
Clock | 0 | 0 | 0
Combinational | 74.3 | 0.000380 | 56.7
Sequential | 0 | 0 | 0
Total | 74.3 | 0.000380 | 56.7
==> per-stage QoR <==
stage	hold slack, ns	cell area, um2
6_report	1.96	930
5_1_grt	2.04	930
4_1_cts	2.23	878
3_5_place_dp	2.38	813
3_3_place_gp	2.38	813
2_1_floorplan	1.37	536
==> layer usage <==
layer / global-route usage, % / share of wire (%)
met1: 6.86 / 46
met2: 7.87 / 45
met3: 0.682 / 8.7
met4: 0 / 0
met5: 0 / 0
==> timing repair <==
| action | CTS | global route |
|---|---|---|
| gates resized | 20 | 7 |
| hold buffers | 0 | 0 |
| pin swaps | 6 | 1 |
| gates cloned | 0 | 1 |
| setup endpoints to repair | 7 | 4 |
==> worst max-delay path, cell delays in order <==
cell	delay [ns]
dlygate4sd2_1	0.26
buf_6	0.14
ha_1	0.19
or2_2	0.29
buf_4	0.14
a211oi_1	0.20
a21oi_1	0.07
clkdlybuf4s50_1	0.40
==> logic make-up after synthesis <==
logic type / after synthesis / share of synthesized area, %
and+or+nand+nor: 33 / 32.7
AOI/OAI and AO/OA: 29 / 37.2
buffers and inverters: 9 / 10.0
adders and majority gates: 7 / 16.4
muxes: 2 / 3.74
==> layout make-up <==
type | count | area (um2)
fill | 370 | 2490
inverter | 3 | 11.3
multi-input combinational | 71 | 563
tap | 46 | 57.6
timing repair buffer | 30 | 298
==> synthesized netlist by cell type, types with 2 or more instances <==
cell type	n	area share [%]
nor2_1	8	5.6
ha_1	7	16
nor3b_1	3	4.2
nor2b_1	3	3.5
a21oi_1	6	5.6
buf_6	2	4.2
a31oi_1	4	4.7
nand2_1	5	3.5
a211oi_1	2	2.8
nand2b_1	4	4.7
nor3_1	3	2.8
o21ai_0	5	4.7
inv_1	3	2.1
mux2i_1	2	3.7
Power is estimated from default activity; no workload was simulated.
