===== design/flow/run.sh =====
#!/bin/bash
# OpenROAD 26Q1-2900-gdf79404cd8, Yosys 0.63+post, stock flow scripts
make -C /OpenROAD-flow-scripts/flow DESIGN_CONFIG=/design/flow/config.mk WORK_HOME=/design/flow/orfs finish

===== design/flow/config.mk =====
export PLATFORM = sky130hd
export DESIGN_NAME = ClockDivider50
export DESIGN_NICKNAME = ClockDivider50
export VERILOG_FILES = /design/flow/design.v
export SDC_FILE = /design/flow/constraint.sdc
export NUM_CORES = 4
export LEC_CHECK = 1
export CORE_AREA = 10 10 70 70
export DIE_AREA = 0 0 80 80

===== design/flow/constraint.sdc =====
current_design ClockDivider50

set clk_period 1.5
set clk_io_pct 0.2

create_clock -name clk0 -period $clk_period [get_ports {CLK}]

set non_clock_inputs [all_inputs -no_clocks]
set_input_delay [expr $clk_period * $clk_io_pct] -clock clk0 $non_clock_inputs
set_output_delay [expr $clk_period * $clk_io_pct] -clock clk0 [all_outputs]

===== design/flow/design.v =====
`timescale 1ns / 1ps
module ClockDivider50(
    input CLK,
    output clk_div
    );
wire [5:0] QBit;
Counter50 counter(
    .CLK(CLK),
    .QBit( {QBit[5], QBit[4], QBit[3], QBit[2], QBit[1], QBit[0]} )
);
Comparator50 comparator(
    .Q( {QBit[5], QBit[4], QBit[3], QBit[2], QBit[1], QBit[0]} ),
    .CLK(CLK),
    .clk_div (clk_div)
);
endmodule
`timescale 1ns / 1ps
module Comparator50(
    input [5:0] Q,
    input CLK,
    output clk_div
    );
wire [3:0] muxWire;
wire Qnot, EQ;
mux #(16,1) mux0 (
	.data_out(muxWire[0]),
	.select_in( {Q[3], Q[2], Q[1], Q[0]} ),
	.data_in( {1'bx,1'bx,1'bx,1'bx,1'bx,1'bx,1'bx,1'bx,1'bx,1'bx,1'bx,1'bx,1'bx,1'bx,1'bx,1'bx} )
);
mux #(16,1) mux1 (
	.data_out(muxWire[1]),
	.select_in( {Q[3], Q[2], Q[1], Q[0]} ),
	.data_in( {1'bx,1'bx,1'bx,1'bx,1'bx,1'bx,1'bx,1'bx,1'bx,1'bx,1'bx,1'bx,1'bx,1'bx,1'bx,1'bx} )
);
mux #(16,1) mux2 (
	.data_out(muxWire[2]),
	.select_in( {Q[3], Q[2], Q[1], Q[0]} ),
	.data_in( {1'bx,1'bx,1'bx,1'bx,1'bx,1'bx,1'bx,1'bx,1'bx,1'bx,1'bx,1'bx,1'bx,1'bx,1'bx,1'bx} )
);
mux #(16,1) mux3 (
	.data_out(muxWire[3]),
	.select_in( {Q[3], Q[2], Q[1], Q[0]} ),
	.data_in( {1'bx,1'bx,1'bx,1'bx,1'bx,1'bx,1'bx,1'bx,1'bx,1'bx,1'bx,1'bx,1'bx,1'b1,1'bx,1'bx} )
);
mux # (4,1) muxCombiner (
	.data_out(EQ),
	.select_in( {Q[5], Q[4]} ),
	.data_in( {muxWire[3], muxWire[2], muxWire[1], muxWire[0]} )
);
dff_en flipflop(
	.data_out(clk_div),
	.in_D( Qnot ),
	.in_CLK( CLK ),
	.in_EN( EQ )
);
not outputNot(Qnot, clk_div);
endmodule
`timescale 1ns / 1ps
module Counter50(
    input CLK,
    output [5:0] QBit
    );
wire [5:0] d;
wire [5:0] QBitNot;
not not0(QBitNot[0], QBit[0]);
not not1(QBitNot[1], QBit[1]);
not not2(QBitNot[2], QBit[2]);
not not3(QBitNot[3], QBit[3]);
not not4(QBitNot[4], QBit[4]);
not not5(QBitNot[5], QBit[5]);
and andD50(D50, QBit[5], QBitNot[4]);
and andD51(D51, QBit[5], QBitNot[1]);
and andD52(D52, QBit[4], QBit[3], QBit[2], QBit[1], QBit[0]);
or orD5(d[5], D50, D51, D52);
and andD40(D40, QBit[4], QBitNot[1]);
and andD41(D41, QBitNot[5], QBit[4], QBitNot[3]);
and andD42(D42, QBitNot[5], QBit[4], QBitNot[2]);
and andD43(D43, QBitNot[5], QBit[4], QBitNot[0]);
and andD44(D44, QBitNot[4], QBit[3], QBit[2], QBit[1], QBit[0]);
or orD4(d[4], D40, D41, D42, D43, D44);
and andD30(D30, QBit[3], QBitNot[2]);
and andD31(D31, QBit[3], QBitNot[1]);
and andD32(D32, QBit[3], QBitNot[0]);
and andD33(D33, QBitNot[3], QBit[2], QBit[1], QBit[0]);
or orD3(d[3], D30, D31, D32, D33);
and andD20(D20, QBit[2], QBitNot[1]);
and andD21(D21, QBit[2], QBitNot[0]);
and andD22(D22, QBitNot[2], QBit[1], QBit[0]);
or orD2(d[2], D20, D21, D22);
and andD10(D10, QBitNot[1], QBit[0]);
and andD11(D11, QBitNot[5], QBit[1], QBitNot[0]);
and andD12(D12, QBitNot[4], QBit[1], QBitNot[0]);
or orD1(d[1], D10, D11, D12);
and andD00(D00, QBitNot[5], QBitNot[0]);
and andD01(D01, QBitNot[4], QBitNot[0]);
and andD02(D02, QBitNot[1], QBitNot[0]);
or orD0(d[0], D00, D01, D02);
dff dff5 (
	.data_out(QBit[5]),
	.in_D( d[5] ),
	.in_CLK( CLK )
);    
dff dff4 (
	.data_out(QBit[4]),
	.in_D( d[4] ),
	.in_CLK( CLK )
);    
dff dff3 (
	.data_out(QBit[3]),
	.in_D( d[3] ),
	.in_CLK( CLK )
);
dff dff2 (
	.data_out(QBit[2]),
	.in_D( d[2] ),
	.in_CLK( CLK )
);
dff dff1 (
	.data_out(QBit[1]),
	.in_D( d[1] ),
	.in_CLK( CLK )
);
dff dff0 (
	.data_out(QBit[0]),
	.in_D( d[0] ),
	.in_CLK( CLK )
);
endmodule
module dff(
	input in_D, in_CLK,
	output reg data_out
	);
	always @ (posedge in_CLK)
		data_out<=in_D;
endmodule
module dff_en(
	input in_D, in_EN, in_CLK,
	output reg data_out
	);
	always @ (posedge in_CLK)
		if(in_EN)
			data_out<=in_D;
endmodule
module mux #(parameter NUM_INPUTS = 2, parameter NUM_OUTPUTS = 1) (
	input [(NUM_INPUTS-1):0] data_in,
	input [$clog2(NUM_INPUTS)-1:0] select_in,
	output data_out
);
reg [NUM_INPUTS:0] D;
assign data_out = data_in[select_in];
endmodule

==> impl_metrics.py <==
# Synthesis and PnR figures
metrics = {
    "cts": {
        "cts-root-buf": "clkbuf_4",
        "cts_tree": "built",
        "clkSinkCount": 7,
        "ctsResizeCount": 0,
        "clk_pin_slew_ns": 0.05,
        "cts_made_buffers": 3,
        "clock_latency_ns": 0.25,
        "htree_levels": 1,
        "clk_path_buf_depth": 2,
        "post-cts-setup-buffer-count": 0,
        "hold_buffers": 0,
    },
    "route": {
        "drt.antenna.violating_nets": 0,
        "first_iter_violations": 7,
        "viasPerCell": 2.28,
        "drt-wirelength-per-cell_um": 4.88,
        "routed_wl_um": 371,
        "antenna_cells": 0,
        "num_vias": 173,
        "drc": 0,
        "firstDrtPassIters": 4,
    },
    "global_routing": {
        "globalRoute.busiestLayer": "met1",
        "antenna_found_initial": 0,
        "grt_first_pass_wirelength_um": 586,
        "grt_pass1_vias": 154,
        "grt_usage_pct": 1.09,
        "use_met1_pct": 1.41,
        "grt_max_degree": 8,
        "grtUsageMet2_pct": 1.28,
        "grt_overflow_total": 0,
        "use_met3_pct": 0.568,
    },
    "synth": {
        "yosysWarningCount": 23,
        "ys_seq_share_pct": 56.9,
        "area_leaders": "dfxtp_1 45%, edfxtp_1 11%, nand2_1 7.1%",
        "synth.distinct_cells": 12,
        "yosysTopAreaCellShare_pct": 45.5,
        "ys_seq_elements": 7,
        "ys_cells": 26,
        "synthCells": 26,
        "top_area_cell": "dfxtp_1",
        "yosys_area_um2": 264,
        "postSynthAreaPerCell_um2": 10.2,
        "syn_area_um2": 264,
    },
    "run": {
        "cap_viol_max_count": 0,
        "warnings": 25,
    },
    "critical_path": {
        "critPathSlowestCell": "clkdlybuf4s50_1",
        "critPathMaxFanout": 2,
        "worstSetupPathDepth": 1,
        "critical_path_required_ns": 1.20,
        "reg2regPathDepth": 2,
        "max_stage_delay_ns": 0.46,
        "worst-path-buf-inv": 1,
        "start_kind": "register",
        "critPathTopFamily": "buffers and inverters",
        "crit_type": "reg -> out",
        "cp_data_arrival_time_ns": 1.04,
        "path_cells": "clkdlybuf4s50_1",
        "cp-end-kind": "output port",
    },
    "finish": {
        "drive_gt1_share_pct": 13.3,
        "final_util_pct": 10.3,
        "fillers": 395,
        "synthToLayoutAreaGrowth_pct": 32.7,
    },
    "sta": {
        "setup_viol": 0,
        "slew_headroom_pct": 82.3,
        "final.setup.tns_ns": 0,
        "skew_ns": 0.000338,
        "tightest_slew_ns": 0.265,
        "fmax_mhz": 747,
        "hold_viol": 0,
        "finalCriticalPeriod_ns": 1.34,
        "period_used_pct": 89.3,
        "drv_slew": 0,
        "rsz0062_at_grt": "no",
    },
    "die": {
        "die_h_um": 80,
        "coreArea_um2": 3420,
        "die-area_um2": 6400,
        "ios": 2,
        "die_w_um": 80,
        "rows": 21,
        "fp_util_pct": 7.73,
    },
    "power_and_ir_drop": {
        "p_per_area_nw_per_um2": 1030,
        "peakVddDrop_uv": 127,
        "leakagePower_nw": 0.0951,
    },
    "hold_path": {
        "hold_depth": 1,
        "min_path_type": "reg -> reg",
    },
    "status": {
        "status": "finished, final reports clean",
    },
    "place": {
        "dp_hpwl_um": 243,
        "numPortBuffers": 1,
        "gp_congestion": 0.679,
    },
}
-- final timing paths --
| kind | from | end | slack, ns |
|---|---|---|---|
| hold / removal | counter.dff3.data_out$_DFF_P_ | counter.dff3.data_out$_DFF_P_ | 0.49 |
| setup / recovery | comparator.flipflop.data_out$_DFFE_PP_ | clk_div | 0.16 |
| hold reg to reg | counter.dff3.data_out$_DFF_P_ | counter.dff3.data_out$_DFF_P_ | 0.49 |
| setup reg to reg | counter.dff1.data_out$_DFF_P_ | comparator.flipflop.data_out$_DFFE_PP_ | 0.46 |
-- sequential cells by signal, summed over array words and instances (netlist names) --
signal	flops
counter.dff2.data_out	1
counter.dff5.data_out	1
counter.dff3.data_out	1
counter.dff1.data_out	1
counter.dff4.data_out	1
comparator.flipflop.data_out	1
counter.dff0.data_out	1
-- cell type report --
cell class	instances	area [um^2]	share of cell area [%]
repair buffers	1	10.0	2.86
multi-input cells	16	98.8	28.2
inverters	2	7.51	2.14
flip-flops and latches	7	150	42.9
well taps	46	57.6	16.4
clock buffers	4	26.3	7.50
-- per-stage QoR --
step	instance area, um^2	setup slack (ns)	hold slack [ns]	power [W]	std cells
5_1_grt	350	0.116	0.527	0.000371	76
3_5_place_dp	324	0.417	0.476	0.000194	72
4_1_cts	350	0.139	0.490	0.000369	76
2_1_floorplan	264	0.530	0.454	0.000194	26
6_report	350	0.161	0.488	0.000360	76
3_3_place_gp	324	0.414	0.474	0.000194	72
-- synthesized netlist by cell type --
cell / instances
o31ai_1: 1
xnor2_1: 2
o21ai_0: 2
buf_4: 1
a31oi_1: 2
nand2_1: 5
mux2i_1: 1
edfxtp_1: 1
nand3_1: 2
nor3b_2: 1
dfxtp_1: 6
inv_1: 2
-- where the power goes --
part	switching, W	internal, W	leakage (nW)
Clock	0.0000690	0.000101	0.0150
Sequential	0	0.000190	0.0599
Combinational	0	0	0.0202
-- kinds of logic (layout without fill, tap and decap cells) --
| family | Yosys count | after routing | share of synthesized area, % |
|---|---|---|---|
| AND-OR/OR-AND | 5 | 5 | 11.4 |
| XOR/XNOR | 2 | 2 | 6.64 |
| buffers and inverters | 3 | 7 | 5.69 |
| flip-flops | 7 | 7 | 56.9 |
| multiplexers | 1 | 1 | 3.79 |
| AND/OR/NAND/NOR | 8 | 8 | 15.6 |
-- cell usage in the layout, fill, tap and decap left out, drive strengths merged --
cell type / instances
nand3: 2
nor3b: 1
a31oi: 2
clkdlybuf4s50: 1
clkbuf: 4
o31ai: 1
edfxtp: 1
mux2i: 1
inv: 2
o21ai: 2
nand2: 5
xnor2: 2
dfxtp: 6
-- metal layers --
layer	wire, um	up-vias
li1	-	95
met1	187	72
met2	135	6
met3	49	0
met4	0	0
met5	0	-
Power and IR drop assume default switching activity.
